===== flow/run.sh =====
#!/bin/bash
# OpenROAD 26Q1-2900-gdf79404cd8, Yosys 0.63+post, stock flow scripts
make -C /OpenROAD-flow-scripts/flow DESIGN_CONFIG=/design/flow/config.mk WORK_HOME=/design/flow/orfs finish

===== flow/config.mk =====
export PLATFORM = sky130hd
export DESIGN_NAME = simpleuart_wb
export DESIGN_NICKNAME = simpleuart_wb
export VERILOG_FILES = /design/flow/design.v
export SDC_FILE = /design/flow/constraint.sdc
export NUM_CORES = 4
export LEC_CHECK = 1
export CORE_UTILIZATION = 30

===== flow/constraint.sdc =====
current_design simpleuart_wb

set clk_period 6.9
set clk_io_pct 0.2

create_clock -name clk0 -period $clk_period [get_ports {wb_clk_i}]

set non_clock_inputs [all_inputs -no_clocks]
set_input_delay [expr $clk_period * $clk_io_pct] -clock clk0 $non_clock_inputs
set_output_delay [expr $clk_period * $clk_io_pct] -clock clk0 [all_outputs]

===== flow/design.v =====
`default_nettype none
`default_nettype none
module simpleuart #(parameter integer DEFAULT_DIV = 1) (
	input	wire	clk,
	input 	wire	reset,
	output 	wire	ser_tx,
	input  	wire	ser_rx,
	input	wire 	[3:0] 	reg_div_we,
	input	wire 	[31:0] 	reg_div_di,
	output	wire 	[31:0] 	reg_div_do,
	input   wire     		reg_dat_we,
	input   wire      		reg_dat_re,
	input	wire 	[7:0]	reg_dat_di,
	output	wire 	[7:0]	reg_dat_do,
	output  wire 	[7:0]	reg_status
);
	reg [31:0] cfg_divider;
	reg [3:0] recv_state;
	reg [31:0] recv_divcnt;
	reg [7:0] recv_pattern;
	reg [7:0] recv_buf_data;
	reg recv_buf_valid;
	reg [9:0] send_pattern;
	reg [3:0] send_bitcnt;
	reg [31:0] send_divcnt;
	reg send_dummy;
	assign reg_div_do = cfg_divider;
	wire   send_busy = (send_bitcnt != 0);
    assign reg_status = {6'd0, send_busy, recv_buf_valid};
	assign reg_dat_do = recv_buf_data;
	always @(posedge clk) begin
		if (reset) begin
			cfg_divider <= DEFAULT_DIV;
		end else begin
			if (reg_div_we[0]) cfg_divider[ 7: 0] <= reg_div_di[ 7: 0];
			if (reg_div_we[1]) cfg_divider[15: 8] <= reg_div_di[15: 8];
			if (reg_div_we[2]) cfg_divider[23:16] <= reg_div_di[23:16];
			if (reg_div_we[3]) cfg_divider[31:24] <= reg_div_di[31:24];
		end
	end
	always @(posedge clk) begin
		if (reset) begin
			recv_state <= 0;
			recv_divcnt <= 0;
			recv_pattern <= 0;
			recv_buf_data <= 0;
			recv_buf_valid <= 0;
		end else begin
			recv_divcnt <= recv_divcnt + 1;
			if (reg_dat_re)
				recv_buf_valid <= 0;
			case (recv_state)
				0: begin
					if (!ser_rx)
						recv_state <= 1;
					recv_divcnt <= 0;
				end
				1: begin
					if (2*recv_divcnt > cfg_divider) begin
						recv_state <= 2;
						recv_divcnt <= 0;
					end
				end
				10: begin
					if (recv_divcnt > cfg_divider) begin
						recv_buf_data <= recv_pattern;
						recv_buf_valid <= 1;
						recv_state <= 0;
					end
				end
				default: begin
					if (recv_divcnt > cfg_divider) begin
						recv_pattern <= {ser_rx, recv_pattern[7:1]};
						recv_state <= recv_state + 1'b1;
						recv_divcnt <= 0;
					end
				end
			endcase
		end
	end
	assign ser_tx = send_pattern[0];
	always @(posedge clk) begin
		if (reg_div_we!=0)
			send_dummy <= 1;
		send_divcnt <= send_divcnt + 1;
		if (reset) begin
			send_pattern <= ~0;
			send_bitcnt <= 0;
			send_divcnt <= 0;
			send_dummy <= 1;
		end else begin
			if (send_dummy && !(send_bitcnt!=0)) begin
				send_pattern <= ~0;
				send_bitcnt <= 15;
				send_divcnt <= 0;
				send_dummy <= 0;
			end else
			if (reg_dat_we && !(send_bitcnt!=0)) begin
				send_pattern <= {1'b1, reg_dat_di[7:0], 1'b0};
				send_bitcnt <= 10;
				send_divcnt <= 0;
			end else
			if (send_divcnt > cfg_divider && (send_bitcnt!=0)) begin
				send_pattern <= {1'b1, send_pattern[9:1]};
				send_bitcnt <= send_bitcnt - 1'b1;
				send_divcnt <= 0;
			end
		end
	end
endmodule
module simpleuart_wb
(
    input   wire                    wb_clk_i,
    input   wire                    wb_rst_i,
    input   wire  [2:2]        		wb_adr_i,
    output  wire  [31:0] 	        	wb_dat_o,
    input   wire  [31:0] 	       	wb_dat_i  ,
    input   wire 		            	wb_we_i,
    input   wire  [3:0] 	        	wb_sel_i,
    input   wire                    wb_stb_i,
    output  reg 		            	wb_ack_o,
    input   wire                    rx_i,
    output  wire                    tx_o
);
wire [7:0]  reg_status  ;
wire [7:0]  reg_data  ;
wire [31:0] reg_div  ;
wire select_sd_reg = (wb_adr_i == 1'b0);        
wire select_cd_reg = !select_sd_reg;
assign  wb_dat_o    = select_cd_reg ? reg_div : {16'd0, reg_status, reg_data};
wire    [3:0]   reg_div_we   = select_cd_reg ? {4{wb_we_i & wb_stb_i}} & wb_sel_i : 4'b0000;
wire            reg_data_we   = select_sd_reg ? wb_we_i & wb_stb_i & wb_sel_i[0] : 1'b0;
reg reg_data_re   = 0;
always @(posedge wb_clk_i)
    reg_data_re <= select_sd_reg ? !wb_we_i & wb_stb_i  & wb_sel_i[0] : 1'b0;
simpleuart#(
    .DEFAULT_DIV(1)
) 
simpleuart (
    .clk         (wb_clk_i),
    .reset       (wb_rst_i),
    .ser_tx      (tx_o),
    .ser_rx      (rx_i),
    .reg_div_we  (reg_div_we),
    .reg_div_di  (wb_dat_i),
    .reg_div_do  (reg_div),
    .reg_dat_we  (reg_data_we),
    .reg_dat_re  (reg_data_re),
    .reg_dat_di  (wb_dat_i[7:0]),
    .reg_dat_do  (reg_data),
    .reg_status  (reg_status)
);
always @(posedge wb_clk_i) begin
if (wb_rst_i)
    wb_ack_o <= 1'b0;
else
    wb_ack_o <= wb_stb_i & !wb_ack_o;
end
endmodule

==> flow_results.xml <==
<?xml version="1.0" encoding="UTF-8"?>
<metrics>
  <group name="die">
    <metric name="placement_rows" unit="">59</metric>
    <metric name="die_height" unit="µm">166</metric>
    <metric name="die_w" unit="µm">166</metric>
    <metric name="floorplan.core_util" unit="%">30.8</metric>
    <metric name="chip_area" unit="µm²">27700</metric>
    <metric name="core_area" unit="µm²">26300</metric>
    <metric name="top_level_ports" unit="">76</metric>
  </group>
  <group name="final_layout">
    <metric name="layout.core_utilization" unit="%">37.1</metric>
    <metric name="areaGrowthSynthToFinish" unit="%">20.3</metric>
    <metric name="final_layout_top_logic_cells" unit="">133 x dfxtp_1, 117 x nand2_1, 113 x nor2_1</metric>
    <metric name="lay_top_count" unit="">dfxtp_1</metric>
    <metric name="drive_gt1_share" unit="%">5.87</metric>
  </group>
  <group name="setup_path">
    <metric name="cp_common_cell" unit="">clkdlybuf4s50_1</metric>
    <metric name="path_max_fanout" unit="">35</metric>
    <metric name="critical-path-max-stage-delay" unit="ns">0.45</metric>
    <metric name="cp_data_arrival_time" unit="ns">2.97</metric>
    <metric name="crit_path_cell_trace" unit="">clkdlybuf4s50_1, buf_4, mux2_2, clkdlybuf4s50_1</metric>
    <metric name="timing.setup.critical_path_class" unit="">in2out</metric>
    <metric name="slowest_cell_on_the_critical_path" unit="">clkdlybuf4s50_1</metric>
    <metric name="endpoint_kind" unit="">output port</metric>
    <metric name="timing.critical_path.required" unit="ns">5.52</metric>
    <metric name="cp-start-kind" unit="">input port</metric>
  </group>
  <group name="placed_design">
    <metric name="place.detailed.hpwl" unit="mm">14.6</metric>
    <metric name="globalplace.congestion" unit="">0.828</metric>
    <metric name="portBuffers" unit="">75</metric>
  </group>
  <group name="logic_synthesis">
    <metric name="synth_cell_type_count" unit="">62</metric>
    <metric name="synth_cells" unit="">960</metric>
    <metric name="yosys.area_share.adder" unit="%">15.7</metric>
    <metric name="topCombFamilyByArea" unit="">simple AND/OR/NAND/NOR gates</metric>
    <metric name="post_synth_xor_area_fraction" unit="%">6.48</metric>
    <metric name="numSynthFlops" unit="">133</metric>
    <metric name="ff_type" unit="">dfxtp_1</metric>
    <metric name="yosys.stat.chipArea" unit="µm²">8100</metric>
    <metric name="synth-compound-area-share" unit="%">12.3</metric>
    <metric name="edf_count" unit="">0</metric>
    <metric name="yosysCellCount" unit="">960</metric>
    <metric name="synth_area" unit="µm²">8100</metric>
    <metric name="ys.warnings.count" unit="">2</metric>
    <metric name="synth-simple-area-share" unit="%">24.5</metric>
    <metric name="synth.mux.area_fraction" unit="%">3.61</metric>
    <metric name="async_reset_ff_share" unit="%">0</metric>
    <metric name="synth.yosys.seq_area_share" unit="%">32.9</metric>
    <metric name="avgSynthCellArea" unit="µm²">8.44</metric>
  </group>
  <group name="timing">
    <metric name="timing.slew.headroom" unit="%">42.2</metric>
    <metric name="hold_violation_total_from_the_final_report" unit="">0</metric>
    <metric name="tns" unit="ns">0</metric>
    <metric name="clock.fmax" unit="GHz">0.230</metric>
    <metric name="final.setup_skew" unit="ns">0.0107</metric>
    <metric name="grt_setup_unrepaired" unit="">no</metric>
    <metric name="timing_max_transition_violations_final" unit="">0</metric>
    <metric name="fin_crit_sh" unit="%">63.1</metric>
    <metric name="report.final.setup_viol" unit="">0</metric>
    <metric name="timing.final.crit_period" unit="ns">4.35</metric>
    <metric name="tightestPinTransition" unit="ns">0.863</metric>
  </group>
  <group name="detailed_routing">
    <metric name="antenna_left" unit="">0</metric>
    <metric name="route.detailed.drc" unit="">0</metric>
    <metric name="drt_iter0_markers" unit="">366</metric>
    <metric name="drt_pass1_iterations" unit="">5</metric>
    <metric name="vias" unit="">6654</metric>
    <metric name="route.detailed.wl_per_inst" unit="µm">14.1</metric>
    <metric name="drt-vias-per-instance" unit="">4.84</metric>
    <metric name="diodes" unit="">0</metric>
    <metric name="routed_wirelength" unit="mm">19.4</metric>
  </group>
  <group name="global_route">
    <metric name="track_usage" unit="%">14.6</metric>
    <metric name="global_route_wire_length_before_repair" unit="mm">32.5</metric>
    <metric name="grt.overflow.total" unit="">0</metric>
    <metric name="grt_pass1_vias" unit="">6340</metric>
    <metric name="number_of_antenna_violations_at_the_first_check_in_global_routing" unit="">0</metric>
    <metric name="maximum_number_of_pins_on_one_net_before_global_route_repair" unit="">62</metric>
  </group>
  <group name="clock_tree">
    <metric name="cts_setup_buffers" unit="">0</metric>
    <metric name="cts_inserted_buffers" unit="">17</metric>
    <metric name="insertion_delay" unit="ns">0.42</metric>
    <metric name="cts_repair_resize_count" unit="">0</metric>
    <metric name="clock_tree_from_tritoncts" unit="">yes</metric>
    <metric name="tritoncts_num_sinks" unit="">133</metric>
    <metric name="cts.root.buffer_cell" unit="">clkbuf_16</metric>
    <metric name="ctsHoldBuffers" unit="">0</metric>
    <metric name="ctsHtreeMaxLevel" unit="">4</metric>
    <metric name="cts_buffer_depth" unit="">2</metric>
    <metric name="cts.reportedPaths.clkPinSlew" unit="ns">0.06</metric>
  </group>
  <group name="outcome">
    <metric name="outcome" unit="">completed</metric>
  </group>
  <group name="power">
    <metric name="power_density" unit="nW/µm²">242</metric>
    <metric name="p_leak" unit="µW">0.00387</metric>
    <metric name="max-vdd-ir-drop" unit="mV">0.189</metric>
  </group>
  <group name="run">
    <metric name="warnings" unit="">28</metric>
    <metric name="max_cap_violations" unit="">0</metric>
  </group>
  <group name="min_path">
    <metric name="hold_path.class" unit="">reg2reg</metric>
  </group>
</metrics>
## cell families (layout without fill, tap and decap cells)
family	count (synthesis)	after routing
simple gates	400	400
compound gates	157	157
flops	133	133
fa+ha+maj	102	102
buf+inv	80	159
xor+xnor	60	60
mux	28	28
## synthesized netlist by cell type, types with 3 or more instances
| library cell | n | share of area (%) |
|---|---|---|
| dfxtp_1 | 133 | 33 |
| nand2_1 | 117 | 5.4 |
| nor2_1 | 113 | 5.2 |
| ha_1 | 102 | 16 |
| a21oi_1 | 74 | 4.6 |
| inv_1 | 48 | 2.2 |
| xor2_1 | 40 | 4.3 |
| nand4_1 | 34 | 2.6 |
| and2_1 | 32 | 2.5 |
| o21ai_0 | 30 | 1.9 |
| nand3_1 | 27 | 1.7 |
| xnor2_1 | 20 | 2.2 |
| clkbuf_1 | 19 | 0.88 |
| mux2i_1 | 18 | 2.2 |
| nor4_1 | 14 | 1.1 |
| o211ai_1 | 11 | 1.0 |
| a21o_1 | 9 | 0.83 |
| and4_1 | 9 | 0.97 |
| mux2_2 | 9 | 1.3 |
| or3_1 | 9 | 0.69 |
| and3_1 | 8 | 0.62 |
| nor3_1 | 8 | 0.49 |
| nor3b_1 | 8 | 0.74 |
| buf_6 | 7 | 0.97 |
| buf_2 | 5 | 0.31 |
| nor2b_1 | 5 | 0.39 |
| a211oi_1 | 4 | 0.37 |
| o21a_1 | 4 | 0.37 |
| a22oi_1 | 3 | 0.28 |
| nand2b_1 | 3 | 0.23 |
## stage by stage
step	worst slack [ns]	std cells	total power, µW	cell area (µm²)	hold slack [ns]
after floorplan	3.24	960	1280	8100	0.372
after global placement	2.57	1342	1390	9120	0.405
after detailed placement	2.54	1342	1390	9120	0.414
after CTS	2.54	1374	2370	9750	0.423
after global routing	2.46	1374	2490	9750	0.437
final	2.55	1374	2360	9750	0.421
## sequential cells by signal (all words and copies together) (netlist names)
register / flops
simpleuart.cfg_divider: 32
simpleuart.recv_divcnt: 32
simpleuart.send_divcnt: 32
simpleuart.send_pattern: 9
simpleuart.recv_buf_data: 8
simpleuart.recv_pattern: 8
simpleuart.recv_state: 4
simpleuart.send_bitcnt: 4
reg_data_re: 1
simpleuart.recv_buf_valid: 1
simpleuart.send_dummy: 1
wb_ack_o: 1
## worst max-delay path: cells and delay by family
family,cells,cell delay [ns]
buf+inv,3,1.20
mux,1,0.38
## report_power, final
group	internal [µW]	total [µW]	leakage, µW	switching, µW
clock network	588	980	0.000311	391
registers	806	842	0.00108	35.9
logic	206	536	0.00248	330
total	1600	2360	0.00387	757
## cell type report
cell class	instances	area (µm²)
Multi-Input combinational cell	747	5080
Timing Repair Buffer	79	776
Fill cell	2648	16500
Inverter	48	180
Sequential cell	133	2660
Clock buffer	17	425
Clock inverter	15	209
Tap cell	335	419
## final timing paths
path,from,to,slack [ns],cells after the start
setup / recovery,wb_adr_i[2],wb_dat_o[4],2.55,4
hold reg to reg,wb_ack_o,wb_ack_o,0.42,1
setup reg to reg,simpleuart.cfg_divider[13],simpleuart.recv_divcnt[28],3.70,10
hold / removal,wb_ack_o,wb_ack_o,0.42,1
## routing by layer
metal	track usage [%]	routed length (µm)	vias up
li1	-	-	3501
met1	22.2	9970	3013
met2	23.1	8490	134
met3	2.16	773	6
met4	1.21	146	0
met5	0	0	-
Power figures rest on the tool's default switching activity, not on a simulated workload.
