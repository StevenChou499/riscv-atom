==> flow/design.v <==
`default_nettype none
`timescale 1ns / 1ps
module priority_encoder #
(
    parameter WIDTH = 4,
    parameter LSB_HIGH_PRIORITY = 0
)
(
    input  wire [WIDTH-1:0]         input_unencoded,
    output wire                     output_valid,
    output wire [$clog2(WIDTH)-1:0] output_encoded,
    output wire [WIDTH-1:0]         output_unencoded
);
parameter LEVELS = WIDTH > 2 ? $clog2(WIDTH) : 1;
parameter W = 2**LEVELS;
wire [W-1:0] input_padded = {{W-WIDTH{1'b0}}, input_unencoded};
wire [W/2-1:0] stage_valid[LEVELS-1:0];
wire [W/2-1:0] final_stage_valid[LEVELS-1:0];
wire [W/2-1:0] stage_enc[LEVELS-1:0];
wire [W/2-1:0] final_stage_enc[LEVELS-1:0];
generate
    genvar l, n;
    for (n = 0; n < W/2; n = n + 1) begin : loop_in
        assign stage_valid[0][n] = |input_padded[n*2+1:n*2];
        if (LSB_HIGH_PRIORITY) begin
            assign stage_enc[0][n] = !input_padded[n*2+0];
        end else begin
            assign stage_enc[0][n] = input_padded[n*2+1];
        end
    end
    for (l = 1; l < LEVELS; l = l + 1) begin : loop_levels
        for (n = 0; n < W/(2*2**l); n = n + 1) begin : loop_compress
            assign final_stage_valid[l][n] = |stage_valid[l-1][n*2+1:n*2];
            if (LSB_HIGH_PRIORITY) begin
                assign final_stage_enc[l][(n+1)*(l+1)-1:n*(l+1)] = stage_valid[l-1][n*2+0] ? {1'b0, stage_enc[l-1][(n*2+1)*l-1:(n*2+0)*l]} : {1'b1, stage_enc[l-1][(n*2+2)*l-1:(n*2+1)*l]};
            end else begin
                assign final_stage_enc[l][(n+1)*(l+1)-1:n*(l+1)] = stage_valid[l-1][n*2+1] ? {1'b1, stage_enc[l-1][(n*2+2)*l-1:(n*2+1)*l]} : {1'b0, stage_enc[l-1][(n*2+1)*l-1:(n*2+0)*l]};
            end
        end
    end
endgenerate
assign output_valid = final_stage_valid[LEVELS-1][0];
assign output_encoded = final_stage_enc[LEVELS-1];
assign output_unencoded = 1 << output_encoded;
endmodule
`default_nettype none
`timescale 1ns / 1ps
module arbiter #
(
    parameter PORTS = 4,
    parameter ARB_TYPE_ROUND_ROBIN = 0,
    parameter ARB_BLOCK = 0,
    parameter ARB_BLOCK_ACK = 1,
    parameter ARB_LSB_HIGH_PRIORITY = 0
)
(
    input  wire                     clk,
    input  wire                     rst,
    input  wire [PORTS-1:0]         request,
    input  wire [PORTS-1:0]         acknowledge,
    output wire [PORTS-1:0]         grant,
    output wire                     grant_valid,
    output wire [$clog2(PORTS)-1:0] grant_encoded
);
reg [PORTS-1:0] grant_reg = 0, grant_next;
reg grant_valid_reg = 0, grant_valid_next;
reg [$clog2(PORTS)-1:0] grant_encoded_reg = 0, grant_encoded_next;
assign grant_valid = grant_valid_reg;
assign grant = grant_reg;
assign grant_encoded = grant_encoded_reg;
wire request_valid;
wire [$clog2(PORTS)-1:0] request_index;
wire [PORTS-1:0] request_mask;
priority_encoder #(
    .WIDTH(PORTS),
    .LSB_HIGH_PRIORITY(ARB_LSB_HIGH_PRIORITY)
)
priority_encoder_inst (
    .input_unencoded(request),
    .output_valid(request_valid),
    .output_encoded(request_index),
    .output_unencoded(request_mask)
);
reg [PORTS-1:0] mask_reg = 0, mask_next;
wire masked_request_valid;
wire [$clog2(PORTS)-1:0] masked_request_index;
wire [PORTS-1:0] masked_request_mask;
priority_encoder #(
    .WIDTH(PORTS),
    .LSB_HIGH_PRIORITY(ARB_LSB_HIGH_PRIORITY)
)
priority_encoder_masked (
    .input_unencoded(request & mask_reg),
    .output_valid(masked_request_valid),
    .output_encoded(masked_request_index),
    .output_unencoded(masked_request_mask)
);
always @* begin
    grant_next = 0;
    grant_valid_next = 0;
    grant_encoded_next = 0;
    mask_next = mask_reg;
    if (ARB_BLOCK && !ARB_BLOCK_ACK && |(grant_reg & request)) begin
        grant_valid_next = grant_valid_reg;
        grant_next = grant_reg;
        grant_encoded_next = grant_encoded_reg;
    end else if (ARB_BLOCK && ARB_BLOCK_ACK && grant_valid && !(|(grant_reg & acknowledge))) begin
        grant_valid_next = grant_valid_reg;
        grant_next = grant_reg;
        grant_encoded_next = grant_encoded_reg;
    end else if (request_valid) begin
        if (ARB_TYPE_ROUND_ROBIN) begin
            if (masked_request_valid) begin
                grant_valid_next = 1;
                grant_next = masked_request_mask;
                grant_encoded_next = masked_request_index;
                if (ARB_LSB_HIGH_PRIORITY) begin
                    mask_next = {PORTS{1'b1}} << (masked_request_index + 1);
                end else begin
                    mask_next = {PORTS{1'b1}} >> (PORTS - masked_request_index);
                end
            end else begin
                grant_valid_next = 1;
                grant_next = request_mask;
                grant_encoded_next = request_index;
                if (ARB_LSB_HIGH_PRIORITY) begin
                    mask_next = {PORTS{1'b1}} << (request_index + 1);
                end else begin
                    mask_next = {PORTS{1'b1}} >> (PORTS - request_index);
                end
            end
        end else begin
            grant_valid_next = 1;
            grant_next = request_mask;
            grant_encoded_next = request_index;
        end
    end
end
always @(posedge clk) begin
    if (rst) begin
        grant_reg <= 0;
        grant_valid_reg <= 0;
        grant_encoded_reg <= 0;
        mask_reg <= 0;
    end else begin
        grant_reg <= grant_next;
        grant_valid_reg <= grant_valid_next;
        grant_encoded_reg <= grant_encoded_next;
        mask_reg <= mask_next;
    end
end
endmodule
`default_nettype none
`timescale 1 ns / 1 ps
module arbiter3_wb #
(
    parameter DATA_WIDTH = 32,                     
    parameter ADDR_WIDTH = 32,                     
    parameter SELECT_WIDTH = (DATA_WIDTH/8),       
    parameter ARB_TYPE_ROUND_ROBIN = 0,            
    parameter ARB_LSB_HIGH_PRIORITY = 0            
)
(
    input  wire                    clk,
    input  wire                    rst,
    input  wire [ADDR_WIDTH-1:0]   wbm0_adr_i,     
    input  wire [DATA_WIDTH-1:0]   wbm0_dat_i,     
    output wire [DATA_WIDTH-1:0]   wbm0_dat_o,     
    input  wire                    wbm0_we_i,      
    input  wire [SELECT_WIDTH-1:0] wbm0_sel_i,     
    input  wire                    wbm0_stb_i,     
    output wire                    wbm0_ack_o,     
    input  wire                    wbm0_cyc_i,     
    input  wire [ADDR_WIDTH-1:0]   wbm1_adr_i,     
    input  wire [DATA_WIDTH-1:0]   wbm1_dat_i,     
    output wire [DATA_WIDTH-1:0]   wbm1_dat_o,     
    input  wire                    wbm1_we_i,      
    input  wire [SELECT_WIDTH-1:0] wbm1_sel_i,     
    input  wire                    wbm1_stb_i,     
    output wire                    wbm1_ack_o,     
    input  wire                    wbm1_cyc_i,     
    input  wire [ADDR_WIDTH-1:0]   wbm2_adr_i,     
    input  wire [DATA_WIDTH-1:0]   wbm2_dat_i,     
    output wire [DATA_WIDTH-1:0]   wbm2_dat_o,     
    input  wire                    wbm2_we_i,      
    input  wire [SELECT_WIDTH-1:0] wbm2_sel_i,     
    input  wire                    wbm2_stb_i,     
    output wire                    wbm2_ack_o,     
    input  wire                    wbm2_cyc_i,     
    output wire [ADDR_WIDTH-1:0]   wbs_adr_o,      
    input  wire [DATA_WIDTH-1:0]   wbs_dat_i,      
    output wire [DATA_WIDTH-1:0]   wbs_dat_o,      
    output wire                    wbs_we_o,       
    output wire [SELECT_WIDTH-1:0] wbs_sel_o,      
    output wire                    wbs_stb_o,      
    input  wire                    wbs_ack_i,      
    output wire                    wbs_cyc_o       
);
wire [2:0] request;
wire [2:0] grant;
assign request[0] = wbm0_cyc_i;
assign request[1] = wbm1_cyc_i;
assign request[2] = wbm2_cyc_i;
wire grant_valid;
wire wbm0_sel = grant[0] & grant_valid;
wire wbm1_sel = grant[1] & grant_valid;
wire wbm2_sel = grant[2] & grant_valid;
assign wbm0_dat_o = wbs_dat_i;
assign wbm0_ack_o = wbs_ack_i & wbm0_sel;
assign wbm1_dat_o = wbs_dat_i;
assign wbm1_ack_o = wbs_ack_i & wbm1_sel;
assign wbm2_dat_o = wbs_dat_i;
assign wbm2_ack_o = wbs_ack_i & wbm2_sel;
assign wbs_adr_o = wbm0_sel ? wbm0_adr_i :
                   wbm1_sel ? wbm1_adr_i :
                   wbm2_sel ? wbm2_adr_i :
                   {ADDR_WIDTH{1'b0}};
assign wbs_dat_o = wbm0_sel ? wbm0_dat_i :
                   wbm1_sel ? wbm1_dat_i :
                   wbm2_sel ? wbm2_dat_i :
                   {DATA_WIDTH{1'b0}};
assign wbs_we_o = wbm0_sel ? wbm0_we_i :
                  wbm1_sel ? wbm1_we_i :
                  wbm2_sel ? wbm2_we_i :
                  1'b0;
assign wbs_sel_o = wbm0_sel ? wbm0_sel_i :
                   wbm1_sel ? wbm1_sel_i :
                   wbm2_sel ? wbm2_sel_i :
                   {SELECT_WIDTH{1'b0}};
assign wbs_stb_o = wbm0_sel ? wbm0_stb_i :
                   wbm1_sel ? wbm1_stb_i :
                   wbm2_sel ? wbm2_stb_i :
                   1'b0;
assign wbs_cyc_o = wbm0_sel ? 1'b1 :
                   wbm1_sel ? 1'b1 :
                   wbm2_sel ? 1'b1 :
                   1'b0;
wire [1:0] grant_encoded; always @(grant_encoded) begin end
arbiter #(
    .PORTS(3),
    .ARB_TYPE_ROUND_ROBIN(ARB_TYPE_ROUND_ROBIN),
    .ARB_BLOCK(1),
    .ARB_BLOCK_ACK(0),
    .ARB_LSB_HIGH_PRIORITY(ARB_LSB_HIGH_PRIORITY)
)
arb_inst (
    .clk(clk),
    .rst(rst),
    .request(request),
    .acknowledge(3'b000),
    .grant(grant),
    .grant_valid(grant_valid),
    .grant_encoded(grant_encoded)
);
endmodule
==> flow/run.sh <==
#!/bin/bash
# OpenROAD 26Q1-2900-gdf79404cd8, Yosys 0.63+post, stock flow scripts
make -C /OpenROAD-flow-scripts/flow DESIGN_CONFIG=/design/flow/config.mk WORK_HOME=/design/flow/orfs finish
==> flow/config.mk <==
export PLATFORM = sky130hd
export DESIGN_NAME = arbiter3_wb
export DESIGN_NICKNAME = arbiter3_wb
export VERILOG_FILES = /design/flow/design.v
export SDC_FILE = /design/flow/constraint.sdc
export NUM_CORES = 4
export LEC_CHECK = 1
export CORE_AREA = 10 10 167 167
export DIE_AREA = 0 0 177 177
==> flow/constraint.sdc <==
current_design arbiter3_wb

set clk_period 4.1
set clk_io_pct 0.2

create_clock -name clk0 -period $clk_period [get_ports {clk}]

set non_clock_inputs [all_inputs -no_clocks]
set_input_delay [expr $clk_period * $clk_io_pct] -clock clk0 $non_clock_inputs
set_output_delay [expr $clk_period * $clk_io_pct] -clock clk0 [all_outputs]
==> GITHUB_STEP_SUMMARY <==
### Yosys + OpenROAD results

| Metric | Value |
|---|---|
| Synth Area in Simple Gates | `0.2204` |
| Vias in the first global route | `approximately 3300` |
| Yosys warning tally | `3` |
| Post-Syn Area | `2741 sq um` |
| Dominant comb cell | `AND-OR/OR-AND gates` |
| Setup TNS | `0 ps` |
| Pleak | `between 1.5 and 2 nW` |
| Synth unique cells | `22` |
| MI comb area | `approximately 1700 sq um` |
| Die Ht | `177 um` |
| Number of remaining DRC errors | `0` |
| Fraction of layout cells with a size suffix above 1 | `0.1546` |
| Critical Path AT | `between 2000 and 3000 ps` |
| Core area | `approximately 24000 sq um` |
| Adder share | `0` |
| OpenROAD warning count | `25` |
| DP Wirelength | `~12000 um` |
| Global Route Usage Sum | `0.08626` |
| VDD IR max | `around 0.15 mV` |
| RD Place Congestion | `0.8873` |
| Setup Buffers After CTS | `0` |
| Yosys stat area | `roughly 2700 sq um` |
| Mux share | `0.003651` |
| Total gr overflow | `0` |
| TritonCTS Buffers | `3` |
| Row cnt | `~57` |
| Clock sinks | `4` |
| XOR Share, Synth | `0` |
| Die Width | `around 180 um` |
| Final period util | `0.8169` |
| Final ANT Viol Nets | `0` |
| PwrDens | `~120 nW/um^2` |
| Largest register FFs | `3` |
| Hold slack | `roughly 600 ps` |
| TritonCTS clock tree | `done` |
| Rel. slew slack | `0.4775` |
| Die Area | `between 30000 and 40000 sq um` |
| Worst Setup End Kind | `output port` |
| H-tree levels | `1` |
| Sequential cell area | `between 80 and 90 sq um` |
| Min Tclk post-route | `between 3000 and 4000 ps` |
| Final Hold Vio Count | `0` |
| Clock Path Buffers | `2` |
| Total vias in the final route | `3214` |
| Total Wirelength | `~15000 um` |
| Number of port buffers | `between 200 and 300` |
| Slew @ Worst Pin | `approximately 780 ps` |
| Max Freq | `between 200 and 300 MHz` |
| Largest net degree at the start of global routing | `41` |
| Synth Seq Share | `0.02921` |
| Ys cells | `around 370` |
| Init Core Util | `0.1127` |
| RSZ-0062 raised after global routing | `false` |
| Initial DRC Count | `about 120` |
| Syn Area/Cell | `about 7.4 sq um` |
| Reg clk slew, reported paths | `roughly 30 ps` |
| Peak fanout along the critical path | `29` |
| Max_cap viols | `0` |
| Worst r2r path cells | `3` |
| Resized Gates After CTS | `0` |
| Area Overhead vs Synth | `92.83%` |
| Vias per inst | `approximately 3.7` |
| Gate Count Post-Synth | `roughly 370` |
| Drt pass-1 iters | `4` |
| Hold_buf cts | `0` |
| Initial antenna violation count | `0` |
| CP Class | `reg2out` |
| Per-cell routed wire length | `around 17 um` |
| Worst hold path class | `reg2reg` |
| Ports | `418` |
| Status | `completed` |
| Setup-failing EPs final | `0` |
| # diodes | `0` |
| Buffer type at the clock tree root | `clkbuf_16` |
| Filler cells | `approximately 2700` |
| WP data required | `about 3300 ps` |
| Hold Crit Depth | `2` |
| First-pass GRT wire length | `21160 um` |
| Fin. max-slew vios | `0` |
| Post-Synth AOI/OAI Area | `0.4058` |
| Ys flops | `4` |
| Startpoint types | `register` |
| Clock skew | `0.3826 ps` |
| Worst-Skew Late Latency | `220 ps` |
-- power by group --
group,internal (mW),switching [mW],leakage (nW)
combinational,0.317,0.131,1.77
clock,0.124,0.0262,0.0370
sequential,0.0418,0.00556,0.0331
total,0.483,0.162,1.84
-- layout make-up --
type / instances / area share
flip-flops and latches: 4 / 0.01515
clock buffers: 3 / 0.01420
well taps: 324 / 0.07669
multi-input cells: 235 / 0.3288
repair buffers: 295 / 0.5652
-- kinds of logic (layout without fill, tap and decap cells) --
| family | after synthesis | after routing |
|---|---|---|
| AND-OR/OR-AND | 79 | 79 |
| buffers and inverters | 130 | 298 |
| flip-flops | 4 | 4 |
| multiplexers | 1 | 1 |
| AND/OR/NAND/NOR | 155 | 155 |
-- final timing paths --
path | start | end | slack, ps
worst max-delay path | arb_inst.grant_reg[1] | wbs_dat_o[23] | 750
worst min-delay path | arb_inst.grant_reg[2] | arb_inst.grant_reg[1] | 600
worst max register to register | arb_inst.grant_reg[0] | arb_inst.grant_valid_reg | 3050
worst min register to register | arb_inst.grant_reg[2] | arb_inst.grant_reg[1] | 600
-- metrics by stage --
step	power, mW	utilization	std cells	setup slack [ps]	instance area (sq um)
finish	0.6457	0.2174	861	750.8	5286
detailed placement	0.4986	0.2143	858	990.3	5211
floorplan	0.2156	-	369	2114	2741
global placement	0.4983	0.2143	858	1003	5211
global route	0.6867	0.2174	861	650.7	5286
CTS	0.6543	0.2174	861	747.5	5286
-- cell usage after synthesis --
master    instances  area, sq um
nand2_1           2        7.510
a222oi_1          1        10.01
nor3_1            2        10.01
a31oi_1           1        6.260
and3b_1           1        8.760
a21oi_1           2        10.01
clkbuf_1          7        26.28
o31a_1            1        8.760
a22o_1            1        8.760
o21ai_0           2        10.01
nand3_1           2        10.01
buf_2            17        85.08
dfxtp_1           4        80.08
and3_1            3        18.77
nor2_1          143        536.8
clkbuf_2          1        5.000
buf_6             8        90.09
a22oi_1           1        7.510
mux2i_1           1        10.01
a221oi_2         70         1051
buf_4            97        728.2
and2_1            2        12.51
-- per-layer routing --
metal / GRT usage / wire length [um] / up-vias
li1: - / - / 1554
met1: 0.09875 / 5617 / 1396
met2: 0.1431 / 6934 / 228
met3: 0.03835 / 1916 / 36
met4: 0.02277 / 408 / 0
met5: 0 / 0 / -
-- cells in the final DEF (no fill, tap or decap), drive strengths merged --
cell type | Yosys | layout
a21oi | 2 | 2
a221oi | 70 | 70
a222oi | 1 | 1
a22o | 1 | 1
a22oi | 1 | 1
a31oi | 1 | 1
and2 | 2 | 2
and3 | 3 | 3
and3b | 1 | 1
buf | 122 | 6
clkbuf | 8 | 3
clkdlybuf4s50 | 0 | 289
dfxtp | 4 | 4
mux2i | 1 | 1
nand2 | 2 | 2
nand3 | 2 | 2
nor2 | 143 | 143
nor3 | 2 | 2
o21ai | 2 | 2
o31a | 1 | 1
-- critical path, stage by stage (launching register included) --
cell,delay [ps]
dfxtp_1,390
and3b_4,790
buf_12,270
a221oi_2,80
nor2_1,240
clkdlybuf4s50_1,510
No activity file was given, so power comes from the tool's default toggle rates.
